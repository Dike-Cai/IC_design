$ cat flow/config.mk
export PLATFORM = sky130hd
export DESIGN_NAME = AEC
export DESIGN_NICKNAME = AEC
export VERILOG_FILES = /design/flow/design.v
export SDC_FILE = /design/flow/constraint.sdc
export NUM_CORES = 4
export LEC_CHECK = 1
export CORE_UTILIZATION = 40
$ cat flow/constraint.sdc
current_design AEC

set clk_period 5.0
set clk_io_pct 0.2

create_clock -name clk0 -period $clk_period [get_ports {clk}]

set non_clock_inputs [all_inputs -no_clocks]
set_input_delay [expr $clk_period * $clk_io_pct] -clock clk0 $non_clock_inputs
set_output_delay [expr $clk_period * $clk_io_pct] -clock clk0 [all_outputs]
$ cat flow/design.v
module AEC(clk, rst, ascii_in, ready, valid, result);
input clk;
input rst;
input ready;
input [7:0] ascii_in;
output valid;
output [6:0] result;
reg valid;
reg [6:0] result;
reg [6:0] f[3:0];
reg [4:0] infix[14:0],postfix[12:0],stk[3:0];
reg [3:0] infix_idx=0,infix_size=0;
reg [3:0] postfix_idx=0,postfix_size=0;
reg [2:0] f_size=0,stk_idx=0;
wire tostg0,tostg1;
reg [1:0] State=2'b0,NextState;
reg pend,taking,donesort;
parameter S0 =3'b000,S1=3'b001,S2=3'b010;
assign tostg0=ready;
assign tostg1=(pend);
always@(posedge rst or posedge ready or posedge clk)begin
    if(rst)begin
        State <=S2;
    end
    else if(ready)begin
        State <= S0;
    end
    else begin
       State <= NextState;
    end
end
always@(*)begin
    case (State)
        S0: begin
            if (tostg1)NextState <= S1;
            else NextState=S0;
        end
        S1: begin
            if (tostg1)NextState <= S2;
            else NextState=S1;
        end
        S2: begin
            if (tostg0)NextState <= S0;
            else NextState=S2;
        end
        default: NextState=S2;
    endcase
end
always @(posedge clk) begin
    case (State)
        S0:begin
            if(taking)begin
                if (ascii_in < 46) begin
                    case (ascii_in)
                        43:begin infix[infix_size]<=5'b10010; end  
                        45:begin infix[infix_size]<=5'b10001; end  
                        42:begin infix[infix_size]<=5'b10111; end  
                        40:begin infix[infix_size]<=5'b11001; end  
                        41:begin infix[infix_size]<=5'b11000; end  
                    endcase
                    infix_size <=infix_size+4'b1;
                end
                else if (ascii_in < 58) begin
                    infix[infix_size] <=(ascii_in-8'd48);
                    infix_size <=infix_size+4'b1;
                end
                else if (ascii_in != 61)begin  
                    infix[infix_size] <= (ascii_in-8'd87);
                    infix_size <= infix_size+4'b001;       
                end
                else begin
                    taking<=0;
                end  
            end
            if (infix_size) begin
                if (infix_idx==infix_size) begin
                    if(stk_idx==0) begin
                        stk_idx <= stk_idx;
                        postfix_size <= postfix_size;
                        donesort<=1;
                    end
                    else begin
                        postfix[postfix_size] <= stk[stk_idx-1];
                        stk_idx <= stk_idx-3'b1;
                        postfix_size <= postfix_size+4'b001;
                    end    
                end
                else begin
                    casez (infix[infix_idx]) 
                        5'b11zz0:
                        begin
                            if(stk[stk_idx-1][3])begin
                                infix_idx <= infix_idx+4'b1;
                            end
                            else begin
                                postfix[postfix_size] <= stk[stk_idx-1];
                                postfix_size <= postfix_size+4'b1;
                            end
                            stk_idx <= stk_idx-3'b001;
                        end 
                        5'b11zz1: 
                        begin
                            stk[stk_idx] <= infix[infix_idx];
                            stk_idx <= stk_idx+3'b1;
                            infix_idx <= infix_idx+4'b1;
                        end
                        5'b101zz:begin
                            if (stk_idx==0 || stk[stk_idx-1][2]==0) begin
                                stk[stk_idx] <= infix[infix_idx];
                                stk_idx <= stk_idx+3'b001;
                            end
                            else begin
                                postfix[postfix_size] <= infix[infix_idx];
                                postfix_size <= postfix_size+4'b1;
                            end
                            infix_idx <= infix_idx+4'b1;                        
                        end
                        5'b100zz:
                        begin
                            if (stk_idx==0 || stk[stk_idx-1][3]) begin
                                stk[stk_idx] <= infix[infix_idx];
                                stk_idx <= stk_idx+3'b001;
                                infix_idx <= infix_idx+4'b1;
                            end
                            else begin
                                postfix[postfix_size] <=stk[stk_idx-1];
                                postfix_size <= postfix_size+4'b1;
                                stk_idx <= stk_idx-3'b001;
                            end
                        end
                        5'b0zzzz:begin
                            postfix[postfix_size] <= infix[infix_idx]; 
                            postfix_size <= postfix_size+4'b1;
                            infix_idx <= infix_idx+4'b1;
                        end                       
                    endcase
                end
            end
            if (postfix_size>postfix_idx || donesort) begin
                if (postfix[postfix_idx][4]==0) begin
                    f[f_size] <= postfix[postfix_idx];
                    f_size <= f_size+3'b001;
                end
                else begin
                    if (postfix[postfix_idx][0]==0)begin
                        f[f_size-2] <= f[f_size-2]+f[f_size-1];
                    end 
                    else if (postfix[postfix_idx][1]==0)begin
                        f[f_size-2] <= f[f_size-2]-f[f_size-1];
                    end 
                    else begin
                        f[f_size-2] <= f[f_size-2]*f[f_size-1];
                    end
                    f_size <= f_size-3'b001;
                end
                postfix_idx <= postfix_idx+4'b001;
                if(postfix_idx==postfix_size) begin
                    result=f[0];
                    pend<=1;
                end
            end
        end
        S1:begin
            valid<=1;
        end
        S2:begin
            pend=0;
            valid<=0;
            infix_idx<=0;
            infix_size<=0;
            postfix_idx<=0;
            postfix_size<=0;
            f_size <=0;
            taking=1;
            donesort<=0;
        end
    endcase
end
endmodule
$ cat flow/run.sh
#!/bin/bash
# OpenROAD 26Q1-2900-gdf79404cd8, Yosys 0.63+post, stock flow scripts
make -C /OpenROAD-flow-scripts/flow DESIGN_CONFIG=/design/flow/config.mk WORK_HOME=/design/flow/orfs finish
==> reports/summary.txt <==
vias per cell = 5.25
row count = 60
most numerous logic cells after layout = 220 x edfxtp_1, 61 x nor2_1, 55 x nand2_1
met2 Use GR = 25.9%
WL final = 20600 µm
Synth Flop Type = edfxtp_1
IO buf count = 18
busiest grt layer = met2
floorplan utilization = 40.7%
router iterations before antenna repair = 4
Critical-path top delay cell = fa_1
largest area contributor in the netlist = edfxtp_1
ratio of cells with drive above 1 in the final layout = 17.6%
Tot GR Track Use = 16.3%
cell area after synthesis = 11000 µm²
Arrival @ worst endpoint = 4.92 ns
yosys cell count = 744
die width = 168 µm
outcome = finished, final reports clean
crit path kind = reg2reg
average wire per standard cell = 17.7 µm
htree depth = 1
Setup crit end kind = register
clock-pin slew on the worst setup and hold paths = 0.06 ns
final core occ = 46.6%
cell mode on critical path = ha_1
crit path time final = 4.63 ns
crit path buf inv count = 3
Ports = 19
OpenROAD warnings = 42
initial antenna violation count = 0
register share after synthesis = 60.8%
dpl hpwl = 14600 µm
RSZ-0062 raised after global routing = false
Post-synth EDFFs = 220
CTS root buf = clkbuf_16
final setup margin = 0.373 ns
GRT met1 Usage = 23.4%
nature of the critical path startpoint = register
Layout Skew = 0.0112 ns
global route overflow = 0
largest net degree at the start of global routing = 22
syn_area_per_cell = 14.7 µm²
CTS tree = yes
Top cells by area = edfxtp_1 60%, mux4_2 9.9%, ha_1 5.5%, nor2_1 2.1%, nand2_1 1.9%
Core ar. = 27000 µm²
dominant logic cell type in the layout = edfxtp_1
YS chip area = 11000 µm²
vias = 6092
first-pass GRT wire length = 32800 µm
post-place setup slack = 0.0973 ns
vias in the first global route = 6248
setup TNS = 0 ns
Fmax achieved = 0.216 GHz
Top Family by Delay on Critical Path = adder cells
Iteration-0 DRC Markers = 331
number of library cell types mapped by synthesis = 63
slew margin rel. = 40.7%
clock sink count = 222
Mapped Cells = 744
Least-Margin Pin Slew = 0.890 ns
DRC errors left = 0
die height = 168 µm
FFs w/ async S/R, synth = 0.901%
GPL Wtd Cong = 0.845
Area Growth Syn to Fin = 14.6%
max-slew violations = 0
post-cts hold-fix buffer tally = 0
placed insts = 1118
CTS buffer count = 23
CTS Buffer Depth = 3
n_diodes = 0
Setup violations, final = 0
Post-synth regs = 222
fraction of the cycle the final worst path needs = 92.5%
fin cells = 1161
Ys Warns = 2
Crit path largest cell delay = 0.53 ns
max-cap violations = 0
worst hold path type = reg2reg
Area leader share = 60.3%
Detail Route Antenna Nets = 0
cell breakdown of the critical path = buf_4 -> mux2i_1 -> nor2_1 -> a21oi_1 -> inv_1 -> nand2_1 -> fa_1 -> inv_1 -> ha_1 -> ha_1 -> fa_1 -> ha_1 -> a21o_1 -> a21oi_2 -> xor2_1 -> xnor3_1 -> xnor2_1 -> nor2_1 -> a2111oi_4
final hold vios = 0
GR Util met3 = 5.87%
Insertion Delay late pin = 0.50 ns
Data required, critical path = 5.29 ns
chip area = 28100 µm²
crit-path max FO = 7
-- cell families after synthesis --
family	after synthesis	synth area share, %
buffers and inverters	60	2.41
AND/OR/NAND/NOR	205	8.94
adder cells (fa/ha/maj)	56	6.94
AND-OR/OR-AND	93	5.54
flip-flops	222	60.8
XOR/XNOR	39	3.24
multiplexers	69	12.2
-- final cells by class --
cell class	instances	area, µm²
Inverter	33	124
Tap cell	341	427
Multi-Input combinational cell	462	4070
Clock inverter	13	170
Sequential cell	222	6660
Fill cell	2269	14400
Timing Repair Buffer	61	515
Clock buffer	29	598
-- routing by layer --
layer  share of wire (%)  up-vias  routed length (µm)
li1                    -     2950                   -
met1                  42     2956                8710
met2                  49      165               10100
met3                 6.9       21                1420
met4                 1.7        0                 341
met5                   0        -                   0
-- final timing paths --
check,start,endpoint,slack [ns],cells past startpoint
max,f_size[1],f[1][6],0.37,19
max reg2reg,f_size[1],f[1][6],0.37,19
min reg2reg,f[0][3],result[3],0.48,0
max in group asynchronous,rst,State[1],3.86,3
min in group asynchronous,rst,State[0],0.70,2
min,f[0][3],result[3],0.48,0
-- through the flow --
step / hold WS [ns] / instance area [µm²]
2_1_floorplan: 0.439 / 11000
3_3_place_gp: 0.468 / 11800
3_5_place_dp: 0.468 / 11800
6_report: 0.485 / 12600
4_1_cts: 0.482 / 12500
5_1_grt: 0.505 / 12600
-- sequential cells by signal (all words and copies together) (netlist names) --
register and cells:
donesort 1, f_size 2, infix_size 4, State 2
valid 1, stk_idx 3, result 7, pend 1
f 28, infix 75, postfix_size 4, infix_idx 4
postfix 65, taking 1, stk 20, postfix_idx 4
-- synth_stat cells, types with 3 or more instances --
library cell	instances
xnor2_1	21
or2_2	3
inv_1	30
o22ai_1	3
buf_2	10
and3_1	16
buf_6	3
mux2_2	7
edfxtp_1	220
nor3_1	12
fa_1	8
nand3_1	10
a31oi_1	5
a211oi_1	4
o21a_1	5
and2_1	16
a21o_1	5
nand2_1	55
nor2_1	61
o21bai_1	3
a21oi_1	21
o21ai_0	23
nor2b_1	12
mux4_2	48
mux2i_1	12
nand2b_1	7
xor2_1	17
a22o_1	3
clkbuf_1	11
o211ai_1	3
ha_1	48
-- timing repair --
item                       CTS  global route
setup endpoints to repair    0             4
buffers inserted             0             1
resized                      0             3
-- worst register-to-register path, stage by stage, from the launching register on --
cell       delay (ns)
edfxtp_1         0.49
buf_4            0.19
mux2i_1          0.11
nor2_1           0.08
a21oi_1          0.06
inv_1            0.11
nand2_1          0.09
fa_1             0.53
inv_1            0.04
ha_1             0.28
ha_1             0.30
fa_1             0.48
ha_1             0.32
a21o_1           0.20
a21oi_2          0.15
xor2_1           0.19
xnor3_1          0.25
xnor2_1          0.20
nor2_1           0.09
a2111oi_4        0.26
