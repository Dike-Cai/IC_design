File: run.sh
#!/bin/bash
# OpenROAD 26Q1-2900-gdf79404cd8, Yosys 0.63+post, stock flow scripts
make -C /OpenROAD-flow-scripts/flow DESIGN_CONFIG=/design/flow/config.mk WORK_HOME=/design/flow/orfs finish
File: config.mk
export PLATFORM = sky130hd
export DESIGN_NAME = demosaic
export DESIGN_NICKNAME = demosaic
export VERILOG_FILES = /design/flow/design.v
export SDC_FILE = /design/flow/constraint.sdc
export NUM_CORES = 4
export LEC_CHECK = 1
export CORE_UTILIZATION = 50
File: constraint.sdc
current_design demosaic

set clk_period 6.8
set clk_io_pct 0.2

create_clock -name clk0 -period $clk_period [get_ports {clk}]

set non_clock_inputs [all_inputs -no_clocks]
set_input_delay [expr $clk_period * $clk_io_pct] -clock clk0 $non_clock_inputs
set_output_delay [expr $clk_period * $clk_io_pct] -clock clk0 [all_outputs]
File: design.v
module demosaic(clk, reset, in_en, data_in, wr_r, addr_r, wdata_r, rdata_r, wr_g, addr_g, wdata_g, rdata_g, wr_b, addr_b, wdata_b, rdata_b, done);
input clk;
input reset;
input in_en;
input [7:0] data_in;
output reg wr_r;
output reg [13:0] addr_r;
output reg [7:0] wdata_r;
input [7:0] rdata_r;
output reg wr_g;
output reg [13:0] addr_g;
output reg [7:0] wdata_g;
input [7:0] rdata_g;
output reg wr_b;
output reg [13:0] addr_b;
output reg [7:0] wdata_b;
input [7:0] rdata_b;
output reg done;
reg [3:0] state,nextState;
parameter S0=0, S1=1,S6=14,S7=15;
parameter S2_0=2, S2_1=3, S2_2=4;
parameter S3_0=5, S3_1=6, S3_2=7;
parameter S4_0=8, S4_1=9, S4_2=10;
parameter S5_0=11, S5_1=12, S5_2=13;
reg [6:0] col,row;
reg [13:0] r_queue[3:0],g_queue[3:0],b_queue[3:0];
reg [2:0] count;
wire [13:0] position;
assign position={row[6:0],col[6:0]};
always @(*) begin
    case(state)
        S0:begin
			if(&col & &row)nextState<=S1;
            else nextState <= S0;
        end
        S1:begin
            nextState = S7;
        end
        S2_0:begin
            nextState<=S2_1;
        end
        S2_1:begin
            if (count==2) nextState<=S2_2;
            else nextState<=S2_1;            
        end
        S2_2:begin
            nextState<=S6;
        end
        S3_0:begin
            nextState<=S3_1;
        end
        S3_1:begin
            if (count==4) nextState<=S3_2;
            else nextState<=S3_1;            
        end
        S3_2:begin
            nextState<=S6;
        end
        S4_0:begin
            nextState<=S4_1;
        end
        S4_1:begin
            if (count==4) nextState<=S4_2;
            else nextState<=S4_1;            
        end
        S4_2:begin
            nextState<=S6;
        end
        S5_0:begin
            nextState<=S5_1;
        end
        S5_1:begin
            if (count==2) nextState<=S5_2;
            else nextState<=S5_1;            
        end
        S5_2:begin
            nextState<=S6;
        end
        S6:begin
            nextState<=S7;
        end			
		S7:begin
			if (row[0]) begin
                if (col[0]) begin
                    nextState<=S2_0;
                end
                else begin
                    nextState<=S3_0;
                end
            end
            else begin
                if (col[0]) begin
                    nextState<=S4_0;
                end
                else begin
                    nextState<=S5_0;
                end
            end
		end
        default:begin
            nextState = S0;
        end
    endcase
end
always @(posedge clk or posedge reset) begin
    if(reset) state <= S0;
    else state <= nextState;
end
always @(posedge clk) begin
    case (state)
        S0:begin
            if (reset) begin
                wr_r<=0; 
                wr_g<=0; 
                wr_b<=0; 
                row<=0;col<=0;
            end
            else if (in_en) begin
                wr_r<=0;
                wr_g<=0;
                wr_b<=0;
                if (row[0]) begin
                    if (col[0]) begin
                        wr_g<=1;
                    end
                    else begin
                        wr_b<=1;
                    end
                end
                else begin
                    if (col[0]) begin
                        wr_r<=1;
                    end
                    else begin
                        wr_g<=1;
                    end
                end
                addr_r<=position;
                wdata_r<=data_in;
                addr_g<=position;
                wdata_g<=data_in;
                addr_b<=position;
                wdata_b<=data_in;
                col<=col+1;
                if(&col) begin
                    row<=row+1;
                end
            end
        end
        S1:begin
            row<=1;col<=1;
            wr_r<=0;wr_g<=0;wr_b<=0;   
            count<=0;         
        end
        S2_0:begin
            r_queue[0]<=position-128;
            r_queue[1]<=position+128;
            b_queue[0]<=position-1;
            b_queue[1]<=position+1;
        end
        S2_1:begin
            if (count<2) begin
                addr_r<=r_queue[count];
                addr_b<=b_queue[count];
            end
            if (count) begin
                r_queue[count-1]<=rdata_r;
                b_queue[count-1]<=rdata_b;
            end
            count<=count+1;
        end
        S2_2:begin
            wr_r<=1;wr_b<=1;
            addr_r<=position;
            addr_b<=position;
            wdata_r<=(r_queue[0]+r_queue[1])>>1;
            wdata_b<=(b_queue[0]+b_queue[1])>>1;
        end
        S3_0:begin
            g_queue[0]<=position-128;
            g_queue[1]<=position+128;
            g_queue[2]<=position+1;
            g_queue[3]<=position-1;
            r_queue[0]<=position-129;
            r_queue[1]<=position-127;
            r_queue[2]<=position+127;
            r_queue[3]<=position+129;
        end
        S3_1:begin
            if (count<4) begin
                addr_g<=g_queue[count];
                addr_r<=r_queue[count];
            end
            if (count) begin
                g_queue[count-1]<=rdata_g;
                r_queue[count-1]<=rdata_r;
            end
            count<=count+1;
        end
        S3_2:begin
            wr_g<=1;wr_r<=1;
            addr_g<=position;
            addr_r<=position;
            wdata_g<=((g_queue[0]+g_queue[1])+(g_queue[2]+g_queue[3]))>>2;
            wdata_r<=((r_queue[0]+r_queue[1])+(r_queue[2]+r_queue[3]))>>2;            
        end
        S4_0:begin
            g_queue[0]<=position-128;
            g_queue[1]<=position+128;
            g_queue[2]<=position+1;
            g_queue[3]<=position-1;
            b_queue[0]<=position-129;
            b_queue[1]<=position-127;
            b_queue[2]<=position+127;
            b_queue[3]<=position+129;
        end
        S4_1:begin
            if (count<4) begin
                addr_g<=g_queue[count];
                addr_b<=b_queue[count];
            end
            if (count) begin
                g_queue[count-1]<=rdata_g;
                b_queue[count-1]<=rdata_b;
            end
            count<=count+1;
        end
        S4_2:begin
            wr_g<=1;wr_b<=1;
            addr_g<=position;
            addr_b<=position;
            wdata_g<=((g_queue[0]+g_queue[1])+(g_queue[2]+g_queue[3]))>>2;
            wdata_b<=((b_queue[0]+b_queue[1])+(b_queue[2]+b_queue[3]))>>2;
        end
        S5_0:begin
            b_queue[0]<=position-128;
            b_queue[1]<=position+128;
            r_queue[0]<=position-1;
            r_queue[1]<=position+1;
        end
        S5_1:begin
            if (count<2) begin
                addr_r<=r_queue[count];
                addr_b<=b_queue[count];
            end
            if (count) begin
                r_queue[count-1]<=rdata_r;
                b_queue[count-1]<=rdata_b;
            end
            count<=count+1;
        end
        S5_2:begin
            wr_r<=1;wr_b<=1;
            addr_r<=position;
            addr_b<=position;
            wdata_r<=(r_queue[0]+r_queue[1])>>1;
            wdata_b<=(b_queue[0]+b_queue[1])>>1;
        end
        S6:begin
            wr_r<=0;wr_g<=0;wr_b<=0;    
            count<=0;            
            if(col==127) begin
                row<=row+1;
                col<=0;
            end
            else col<=col+1;
        end
        S7:begin
            if (&row) begin
                done<=1;
            end
        end
    endcase
end
endmodule
==> results.txt <==
run metrics: status=completed, Slowest cell on crit path=fa_1, Die X=186 µm, Pre-antenna DRT Iters=7, CTS tree=yes, vias per cell=approximately 6.0, CP required=between 7 and 8 ns, clock slew at reported path FFs=0.06 ns, layout cells sized above 1=roughly an eighth, Max Slew Vio Count=0, Cells after Synth=about 1600, All-Layer GR Usage=34.1%, Synth area leaders=edfxtp_1, mux4_2, dfxtp_1, fa_1, ha_1, vias in the first global route=~13000, Adder Area Share=around 8.8%, TritonCTS Buffers=30, flops & latches, synth=between 200 and 300, Cell Chain, Critical Path=ha_1, inv_1, fa_1, nor2b_1, o21ai_0, nand2_1, a21oi_1, xor2_1, fa_1, inv_1, ha_1, nand3_1, o211ai_1, o41ai_1, xnor2_1, xnor2_1, o221ai_1, Top FF cell, synth=edfxtp_1, Num Clock Sinks=272, top comb family, area=AND-OR/OR-AND gates, final hold violation count=0, cell count listed in synth_stat.txt=about 1600, worst hold path class=register to register, Synth Cell Area=between 15000 and 20000 µm², XOR Share, Synth=approximately 5.2%, antenna-violating nets left=0, # port buffers=about 100, first-pass GRT wire length=~79 mm, Crit path arrival time=between 4 and 5 ns, residual DRC count=0, Core Area=~33000 µm², # resized after CTS=0, post-CTS setup buffers=0, Post-CTS Hold Buffers=0, min cycle time layout=3.98 ns, top-count cell post-synth=edfxtp_1, total power=3.46 mW, H-Tree Level Count=1, fmax=around 0.25 GHz, Leakage=~7.5 nW, flip-flops with a built-in enable=approximately 220, period utilization=between 50 and 60%, Reg area=roughly 7700 µm², Congestion Overflow GR=0, measured slew at the worst slew-check pin=around 0.89 ns, Synth top area share=between 30% and 40%, Routed Wire Length=approximately 53 mm, tool warning count=36, RSZ-0062 raised after global routing=false, wire per inst=24.7 µm, Final Util=between 50% and 60%, DP Wirelength=just under 40 mm, Setup violations, final=0, Detailed Route Iter0 Violations=893, Chip Area=about 35000 µm², Die H=186 µm, Clock Tree Root=clkbuf_16, Avg Cell Area, Syn=between 10 and 15 µm², Area Overhead vs Synth=15.1%, WS Path Type=register to register, Worst Setup End Kind=register, Setup TNS Final=0 ns, largest net degree at the start of global routing=about 60, PD cells=~180 nW/µm², Syn. warnings=1, Yosys Chip Area=approximately 17000 µm², most instantiated cells after synthesis=edfxtp_1, nor2_1, nand2_1, inv_1, o21ai_0, Max clock buf depth=3, CP Max Fanout=6, simple-gate area share of the yosys netlist=12.7%, via count=roughly 13000, combinational gate area=roughly 8500 µm², Post-synth ARST share=between 5 and 6%, Fillers=2699, clk_skew=between 0.02 and 0.03 ns, n_diodes=0, Multiplexer share=approximately a tenth, Rows=67, Synth Seq Share=~46%, worst vdd ir=0.205 mV, yosys aoi share=between 10% and 20%, Floorplan Utilization=about half, clk latency late pin=approximately 0.6 ns, number of antenna violations at the first check in global routing=0, Worst Setup Start Kind=register, dominant cell type by area after synthesis=edfxtp_1, Max-slew headroom=40.8%, num ports=~110, critical path's top delay family=adder cells, number of max-cap violations=0, Final Wtd Congestion=between 0.9 and 1, CP bufs+invs=2, Distinct cells, synth=approximately 84, Max stage delay on crit path=0.55 ns
-- worst paths after layout --
path,startpoint,to,slack [ns],cells past startpoint
max,b_queue[1][0],wdata_b[7],2.82,17
min,g_queue[1][8],g_queue[1][8],0.49,2
max reg2reg,b_queue[1][0],wdata_b[7],2.82,17
min reg2reg,g_queue[1][8],g_queue[1][8],0.49,2
max in group asynchronous,reset,state[8],5.08,2
min in group asynchronous,reset,state[7],1.30,2
-- report_power, final --
| group | total [mW] | leakage [nW] | internal [mW] | switching, mW |
|---|---|---|---|---|
| Sequential | 1.78 | 2.69 | 1.78 | 0.00195 |
| Clock | 1.59 | 0.455 | 0.917 | 0.676 |
| Combinational | 0.0863 | 4.31 | 0.0407 | 0.0456 |
| Total | 3.46 | 7.46 | 2.74 | 0.724 |
-- per-layer routing --
metal	wire length, µm	GRT usage (%)	vias to the layer above
met2	23800	48.9	680
met4	3080	15.8	0
met5	0	0	-
li1	-	-	5975
met1	20000	47.0	6159
met3	6080	14.8	144
-- kinds of logic after synthesis --
logic type      after synthesis
compound gates              345
fa+ha+maj                    96
flops                       272
other cells                   1
xor+xnor                    101
simple gates                479
mux                         103
buf+inv                     193
-- registers in the layout (all words and copies together) (netlist names), 3 cells and up, named ones only --
signal,count
b_queue,56
g_queue,56
r_queue,56
state,16
addr_b,14
addr_g,14
addr_r,14
wdata_b,8
wdata_g,8
wdata_r,8
col,7
row,7
count,3
-- per-stage QoR --
| step | setup WS (ns) | area, µm² | cells | hold WS [ns] |
|---|---|---|---|---|
| after floorplan | 3.17 | 16900 | 1590 | 0.451 |
| after global placement | 2.89 | 18600 | 2096 | 0.475 |
| after detailed placement | 2.84 | 18600 | 2096 | 0.478 |
| after CTS | 2.83 | 19500 | 2149 | 0.491 |
| after global routing | 2.61 | 19500 | 2149 | 0.518 |
| final | 2.82 | 19500 | 2149 | 0.492 |
-- cell usage in the layout, fill, tap and decap left out, drive strengths merged, types with 7 or more instances in the layout --
master	n
edfxtp	218
nor2	183
nand2	160
clkdlybuf4s50	103
inv	93
o21ai	86
a21oi	69
xnor2	59
ha	57
buf	53
mux2	50
xor2	42
mux4	42
fa	38
dfxtp	38
a211oi	37
clkbuf	36
nand3	30
o31ai	27
nor3	18
a31oi	16
dfrtp	15
and2	15
clkinv	14
o22ai	12
a311oi	12
a21o	11
mux2i	11
o221ai	10
nor4	10
o21a	9
or3	9
nor2b	8
or2	8
and3	8
nand2b	7
-- worst register-to-register path, cell delays in order, from the launching register on --
cell      delay (ns)
edfxtp_1        0.35
ha_1            0.21
inv_1           0.07
fa_1            0.45
nor2b_1         0.12
o21ai_0         0.13
nand2_1         0.13
a21oi_1         0.08
xor2_1          0.17
fa_1            0.55
inv_1           0.04
ha_1            0.36
nand3_1         0.12
o211ai_1        0.14
o41ai_1         0.35
xnor2_1         0.18
xnor2_1         0.13
o221ai_1        0.13
-- layout make-up --
| class | instances | area share [%] |
|---|---|---|
| multi-input cells | 1125 | 43.6 |
| repair buffers | 156 | 7.33 |
| inverters | 95 | 1.83 |
| flip-flops and latches | 272 | 39.6 |
| clock inverters | 17 | 0.866 |
| well taps | 448 | 2.88 |
| clock buffers | 36 | 3.97 |
Power is estimated from default activity; no workload was simulated.
