### design.v
`timescale 1ns/10ps
module  ATCONV(
	input		clk,
	input		reset,
	output	reg	busy,	
	input		ready,	
	output reg	[11:0]	iaddr,
	input signed [12:0]	idata,
	output	reg 	cwr,
	output  reg	[11:0]	caddr_wr,
	output  reg [12:0] 	cdata_wr,
	output	reg 	crd,
	output reg	[11:0] 	caddr_rd,
	input 	[12:0] 	cdata_rd,
	output reg 	csel
	);
reg [5:0] row,col;
reg [12:0] mutiqueue[8:0];
reg [11:0]  L0=0;
reg [4:0] 	count=0;
reg [3:0] state,nextState;
parameter S0=0, S1=1, S2=2 ,S3=3,S4=4,S5=5,S6=6,S7=7,S8=8,S9=9;
wire [12:0] w0=col-2+(row-2<<6);
wire [12:0] w1=col+(row-2<<6);
wire [12:0] w2=col+2+(row-2<<6);
wire [12:0] w3=col-2+(row<<6);
wire [12:0] w4=col+(row<<6);
wire [12:0] w5=col+2+(row<<6);
wire [12:0] w6=col-2+(row+2<<6);
wire [12:0] w7=col+(row+2<<6);
wire [12:0] w8=col+2+(row+2<<6);
wire [12:0] w9=col+2;
wire [12:0] w10=col-2;
wire [12:0] w11=(row<<7)+(col<<1);
wire [12:0] w12=w11+12'd64;
wire [12:0] w13,w14,w15;
assign w13=mutiqueue[0]>mutiqueue[1]?mutiqueue[0]:mutiqueue[1];
assign w14=mutiqueue[2]>mutiqueue[3]?mutiqueue[2]:mutiqueue[3];
assign w15=w13>w14?w13:w14;
always @(*) begin
    case(state)
        S0:begin
			if(~reset & ready)nextState<=S1;
            else nextState <= S0;
        end
        S1:begin
            nextState = S2;
        end
        S2:begin
			if(count==9) nextState = S3;
            else nextState = S2;
        end
		S3:begin
			nextState = S4;
        end
		S4:begin
			nextState = S5;
        end
		S5:begin
			if(&L0) nextState = S6;
		 	else	nextState = S1;
		end
		S6:begin
			nextState = S7;
        end
		S7:begin
            if(count==4) nextState = S8;
		 	else	nextState = S7;
        end
		S8:begin
			if(L0==1023) nextState = S9;
		 	else	nextState = S6;
		end
        default:begin
            nextState = S0;
        end
    endcase
end
always @(posedge clk or posedge reset) begin
    if(reset) state <= S0;
    else state <= nextState;
end
always @(posedge clk) begin
	case (state)
		S0:begin 
			busy<=0;
			iaddr<=0;
			crd<=0;caddr_rd<=0;
			cwr<=0;caddr_wr<=0;cdata_wr<=0;
			crd<=0;caddr_rd<=0;
			csel<=0;
			row<=0;col<=0;
			if(~reset & ready)busy<=1 ;								
		end
		S1:begin
			case (row)
				0,1:begin
					case (col)
						0,1:begin
							mutiqueue[0]<=0;
							mutiqueue[2]<=w9;
							mutiqueue[3]<=w4-col;
							mutiqueue[5]<=w5;
							mutiqueue[6]<=w7-col;
							mutiqueue[8]<=w8;																
						end
						62,63:begin
							mutiqueue[0]<=w10;
							mutiqueue[2]<=63;
							mutiqueue[3]<=w3;
							mutiqueue[5]<=w4+{7'b0,(~col)};
							mutiqueue[6]<=w6;
							mutiqueue[8]<=w7+{7'b0,(~col)};
						end						
						default:begin
							mutiqueue[0]<=w10;
							mutiqueue[2]<=w9;
							mutiqueue[3]<=w3;
							mutiqueue[5]<=w5;
							mutiqueue[6]<=w6;
							mutiqueue[8]<=w8;
						end 
					endcase	
					mutiqueue[1]<=col;
					mutiqueue[7]<=w7;				
				end
				62,63:begin
					case (col)
						0,1:begin
							mutiqueue[0]<=w1-col;
							mutiqueue[2]<=w2;
							mutiqueue[3]<=w4-col;
							mutiqueue[5]<=w5;
							mutiqueue[6]<=4032;
							mutiqueue[8]<=4034+col;																
						end
						62,63:begin
							mutiqueue[0]<=w0;
							mutiqueue[2]<=w1+{7'b0,(~col)};
							mutiqueue[3]<=w3;
							mutiqueue[5]<=w4+{7'b0,(~col)};
							mutiqueue[6]<=4030+col;
							mutiqueue[8]<=4095;
						end						
						default:begin
							mutiqueue[0]<=w0;
							mutiqueue[2]<=w2;
							mutiqueue[3]<=w3;
							mutiqueue[5]<=w5;
							mutiqueue[6]<=4030+col;
							mutiqueue[8]<=4034+col;
						end 
					endcase	
					mutiqueue[1]<=w1;
					mutiqueue[7]<=col+4032;	
				end 
				default:begin
					case (col)
						0,1:begin
							mutiqueue[0]<=w1-col;
							mutiqueue[2]<=w2;
							mutiqueue[3]<=w4-col;
							mutiqueue[5]<=w5;
							mutiqueue[6]<=w7-col;
							mutiqueue[8]<=w8;																
						end
						62,63:begin
							mutiqueue[0]<=w0;
							mutiqueue[2]<=w1+{7'b0,(~col)};
							mutiqueue[3]<=w3;
							mutiqueue[5]<=w4+{7'b0,(~col)};
							mutiqueue[6]<=w6;
							mutiqueue[8]<=w7+{7'b0,(~col)};							
						end						
						default:begin
							mutiqueue[0]<=w0;
							mutiqueue[2]<=w2;
							mutiqueue[3]<=w3;
							mutiqueue[5]<=w5;
							mutiqueue[6]<=w6;
							mutiqueue[8]<=w8;							
						end 
					endcase	
					mutiqueue[1]<=w1;
					mutiqueue[7]<=w7;
				end 
			endcase	
			mutiqueue[4]<=w4;
		end
		S2:begin
			if (count<9) begin
				iaddr<=mutiqueue[count];
			end			
			count<=count+5'b1;
			if (count) begin
				mutiqueue[count-1]<=idata;
			end
		end
		S3:begin
			cdata_wr<=~(((mutiqueue[0][12:4])+(mutiqueue[2][12:4])+
					   (mutiqueue[6][12:4])+(mutiqueue[8][12:4]))+
					  ((mutiqueue[1][12:3])+(mutiqueue[7][12:3]))+
					  ((mutiqueue[3][12:2])+(mutiqueue[5][12:2]))+13'b1100)+
					    mutiqueue[4]+13'b1;
		end
		S4:begin
			if (cdata_wr[12]) begin
				cdata_wr<=0;
			end
			cwr<=1;csel<=0;caddr_wr<=L0;
		end
		S5:begin
			cwr<=0;
			L0<=L0+1;
			count<=0;
			if (col==63)begin
				col<=0;
				row<=row+13'b1;
			end 
			else begin
				col<=col+13'b1;
			end
		end
		S6:begin
			cwr<=0;
			mutiqueue[0]<=w11;
			mutiqueue[1]<=w11+1;
			mutiqueue[2]<=w12;
			mutiqueue[3]<=w12+1;
		end
		S7:begin
			crd<=1;
			csel<=0;
			caddr_rd<=mutiqueue[count];
			if (count) begin
				mutiqueue[count-1]<=cdata_rd;
			end
			count<=count+1;
		end
		S8:begin
			cwr<=1;
			crd<=0;
			csel<=1;
			caddr_wr<=L0;
			L0<=L0+1;
			count<=0;
			if(col==31)begin
				col<=0;
				row<=row+1;
			end 
			else begin
				col<=col+1;
			end				
			if (w15[3:0]) begin
				cdata_wr<= (w15&13'h1ff0)+13'b10000;
			end
			else cdata_wr<=w15&13'h1ff0;
		end
		S9:begin
			busy<=0;
		end
	endcase
end
endmodule
### run.sh
#!/bin/bash
# OpenROAD 26Q1-2900-gdf79404cd8, Yosys 0.63+post, stock flow scripts
make -C /OpenROAD-flow-scripts/flow DESIGN_CONFIG=/design/flow/config.mk WORK_HOME=/design/flow/orfs finish
### config.mk
export PLATFORM = sky130hd
export DESIGN_NAME = ATCONV
export DESIGN_NICKNAME = ATCONV
export VERILOG_FILES = /design/flow/design.v
export SDC_FILE = /design/flow/constraint.sdc
export NUM_CORES = 4
export LEC_CHECK = 1
export CORE_UTILIZATION = 30
### constraint.sdc
current_design ATCONV

set clk_period 11.5
set clk_io_pct 0.2

create_clock -name clk0 -period $clk_period [get_ports {clk}]

set non_clock_inputs [all_inputs -no_clocks]
set_input_delay [expr $clk_period * $clk_io_pct] -clock clk0 $non_clock_inputs
set_output_delay [expr $clk_period * $clk_io_pct] -clock clk0 [all_outputs]
==> run notes <==
Implementation results. The run finished with clean final reports. Wire length of the first global-routing pass landed at 102,000 um. The commonest register cell is sky130_fd_sc_hd__edfxtp_1. Aggregate routed wire length landed at slightly below 70,000 um. Once the clock tree was built, the resizer swapped 0 gates to a different size. Count of mapped cells out of synthesis landed at 1,910. The tool warning count for the run is approximately 48.

Number of inserted diodes landed at 0. Cell internal power was estimated by the tool at 3.98 mW. The worst setup path is launched from a flip-flop.

Fraction of layout cells with a size suffix above 1 landed at 0.107. Clock-pin slew was measured on the worst setup and hold paths at 60 ps. Residual DRC count landed at 0.

Clock tree synthesis selected as its root buffer the cell sky130_fd_sc_hd__clkbuf_16. Hold is met by 471 ps. Via density per instance landed at 5.40.

Total number of vias landed at 15,600. Total clock buffers created by CTS landed at 31. Number of setup buffers added after CTS landed at 0. Net switching power landed at between 3 and 4 mW.

The worst pin sits at a relative slew slack of 0.346. Number of hold-repair buffers added at the cts stage landed at 0. Post-synth tally of flip-flops with integrated enable landed at 283. The netlist uses between 90 and 100 different library cells. Maximum root-to-sink buffer count landed at 3. Core region area landed at ~67,000 um^2. The flow measured a signed area growth from synthesis to layout of 14.5%.

The worst path in the final design needs a cycle of 5810 ps, including I/O delays and setup. Share of the clock period used by the worst path after layout landed at 0.505. Once detail routing completed, the nets flagged for antenna violations numbered 0.

The average instance in the mapped netlist occupies roughly 11 um^2. The worst hold path belongs to the class reg -> reg. Pins over their slew limit in the final report were tallied at 0. The floorplan report gives the top-level pin count as 82. The number of antenna violations at the first check in global routing came to 2.

Number of warnings issued by yosys landed at 1. Yosys reported that registers with async set or reset make up 0.0341. TritonCTS built the clock tree. Per the final timing report, the hold violations number 0.

STA classifies the critical path endpoint as a flip-flop. By startpoint and endpoint, the worst setup path is classified as reg -> reg. Overall die width landed at between 200 and 300 um. Entering global routing, the biggest net connects 37 pins. Clock network power share landed at 0.130.

The floorplan step set the die height to 263 um. The report shows a maximum critical-path fanout of 6. Via count of the first global-routing pass landed at 15,800. Total negative setup slack landed at 0 ps. Of the total power, combinational logic draws 0.663. Power spread over the standard cell area amounts to 312 nW/um^2. Total routing usage reported by global routing landed at 0.209. Initial detailed-routing violation count landed at 1,465. Final setup violation count landed at 0.

The highest clock rate this design can be run at is ~0.17 GHz. In this run the VDD rail shows a maximum IR drop of around 0.47 mV. Switching power as a fraction of the total was reported as 0.455.

The power report attributes to the sequential group a share of 0.207. Required arrival time at the worst endpoint landed at between 10,000 and 15,000 ps. Number of clock sinks seen by CTS landed at 293.

The synthesized netlist occupies a cell area of 20,400 um^2. Clock latency reported for the late side of the worst-skew pair landed at between 500 and 600 ps. Weighted congestion at the end of routability-driven global placement landed at around 1.1. Fraction of the core area occupied by cells at floorplan landed at 0.303. The chip occupies 69,100 um^2. For the pin with the worst max-slew slack, the measured transition is 978 ps. In the final routed layout, each cell accounts on average for 23.8 um. Share of the core filled with cells landed at 0.347. Number of flip-flops and latches in the synthesized netlist landed at 293. Setup repair after global routing left no endpoint under its margin. The placement report lists the number of port buffers as around 80. Count of instantiated cells in the yosys netlist landed at ~1,900. Clock skew on the completed layout was measured at 22.2 ps. Number of search-and-repair iterations in the first detailed-routing pass landed at 7. Chip area from the yosys synthesis statistics landed at 20,400 um^2.

Summed over all nets, the half-perimeter wirelength after detailed placement is approximately 53,000 um. For this run, the register share of the synthesized area comes to 0.429. The run reported a max-capacitance violation count of 0. Number of rows created at floorplan landed at 95.

CTS built an H-tree with a depth of 1. For this design the static power due to leakage is 8.96 nW. The global route stage reports its total congestion overflow as 0. Data arrival time at the worst-slack endpoint landed at 6130 ps.
cell type report:
class / count / area [um^2]
multi-input combinational: 1321 / 10500
timing repair buffer: 145 / 1290
tap: 873 / 1090
sequential: 293 / 8750
clock buffer: 44 / 855
fill: 6594 / 43900
clock inverter: 12 / 91.3
inverter: 210 / 788
flip-flops by register name, indices dropped and copies added (netlist names):
| signal | cells |
|---|---|
| caddr_rd | 12 |
| iaddr | 12 |
| row | 6 |
| crd | 1 |
| csel | 1 |
| caddr_wr | 12 |
| L0 | 12 |
| state | 10 |
| cdata_wr | 13 |
| col | 6 |
| count | 5 |
| busy | 1 |
| cwr | 1 |
| mutiqueue | 201 |
power groups by stage:
stage / Clock [mW] / Sequential, mW / Combinational (mW)
CTS: 0.960 / 1.51 / 4.85
global route: 0.995 / 1.53 / 5.46
finish: 0.947 / 1.51 / 4.84
per-layer routing:
| metal | global-route usage | up-vias | share of wire |
|---|---|---|---|
| met4 | 0.0628 | 6 | 0.040 |
| met2 | 0.302 | 882 | 0.43 |
| met1 | 0.280 | 7526 | 0.39 |
| li1 | - | 7095 | - |
| met5 | 0.00762 | - | 0.0014 |
| met3 | 0.109 | 132 | 0.14 |
logic make-up after synthesis:
| kind of cell | after synthesis | share of synthesized area |
|---|---|---|
| and+or+nand+nor | 526 | 0.128 |
| AOI/OAI and AO/OA | 425 | 0.129 |
| buffers and inverters | 296 | 0.0568 |
| DFF | 293 | 0.429 |
| adders and majority gates | 183 | 0.134 |
| muxes | 95 | 0.0840 |
| xor gates and xnor gates | 92 | 0.0395 |
cell usage in the layout (no fill, tap or decap), types with 9 or more instances in the layout:
| cell | n |
|---|---|
| sky130_fd_sc_hd__nor2_1 | 159 |
| sky130_fd_sc_hd__a22oi_1 | 13 |
| sky130_fd_sc_hd__o211ai_1 | 10 |
| sky130_fd_sc_hd__a21oi_1 | 155 |
| sky130_fd_sc_hd__nand2_1 | 121 |
| sky130_fd_sc_hd__edfxtp_1 | 283 |
| sky130_fd_sc_hd__a21o_1 | 11 |
| sky130_fd_sc_hd__fa_1 | 60 |
| sky130_fd_sc_hd__mux2i_1 | 28 |
| sky130_fd_sc_hd__and2_1 | 32 |
| sky130_fd_sc_hd__xnor2_1 | 55 |
| sky130_fd_sc_hd__nand2b_1 | 16 |
| sky130_fd_sc_hd__buf_4 | 64 |
| sky130_fd_sc_hd__o22ai_1 | 15 |
| sky130_fd_sc_hd__a31oi_1 | 12 |
| sky130_fd_sc_hd__ha_1 | 123 |
| sky130_fd_sc_hd__inv_1 | 209 |
| sky130_fd_sc_hd__nor3_1 | 33 |
| sky130_fd_sc_hd__o21ai_0 | 93 |
| sky130_fd_sc_hd__nor2b_1 | 24 |
| sky130_fd_sc_hd__xor2_1 | 37 |
| sky130_fd_sc_hd__clkbuf_16 | 31 |
| sky130_fd_sc_hd__nand4_1 | 9 |
| sky130_fd_sc_hd__nor4_1 | 11 |
| sky130_fd_sc_hd__mux4_2 | 60 |
| sky130_fd_sc_hd__nand3_1 | 67 |
| sky130_fd_sc_hd__clkdlybuf4s50_1 | 81 |
| sky130_fd_sc_hd__a22o_1 | 10 |
| sky130_fd_sc_hd__a211oi_1 | 9 |
| sky130_fd_sc_hd__o21ai_1 | 15 |
| sky130_fd_sc_hd__a221oi_1 | 10 |
| sky130_fd_sc_hd__clkbuf_1 | 10 |
worst max-delay path: stages, from the launching register on:
cell	delay [ps]
sky130_fd_sc_hd__edfxtp_1	500
sky130_fd_sc_hd__fa_1	630
sky130_fd_sc_hd__fa_1	450
sky130_fd_sc_hd__fa_1	490
sky130_fd_sc_hd__inv_1	50
sky130_fd_sc_hd__fa_1	590
sky130_fd_sc_hd__inv_1	60
sky130_fd_sc_hd__ha_1	290
sky130_fd_sc_hd__a21o_1	150
sky130_fd_sc_hd__a21oi_1	200
sky130_fd_sc_hd__o21ai_0	110
sky130_fd_sc_hd__a21oi_1	210
sky130_fd_sc_hd__nand2b_1	120
sky130_fd_sc_hd__a21boi_0	100
sky130_fd_sc_hd__nor2_1	120
sky130_fd_sc_hd__xor2_1	160
sky130_fd_sc_hd__ha_1	300
sky130_fd_sc_hd__and3_1	180
sky130_fd_sc_hd__a21oi_1	90
sky130_fd_sc_hd__o21ai_0	110
sky130_fd_sc_hd__o41ai_1	330
sky130_fd_sc_hd__xnor2_1	120
sky130_fd_sc_hd__a22o_1	180
Yosys cell counts, drive strengths merged (24+ instances only):
| library cell | number | area share |
|---|---|---|
| xor2 | 37 | 0.016 |
| nor2b | 24 | 0.0074 |
| o21ai | 109 | 0.027 |
| xnor2 | 55 | 0.024 |
| mux4 | 60 | 0.066 |
| fa | 60 | 0.059 |
| and2 | 32 | 0.0098 |
| nor2 | 167 | 0.033 |
| buf | 34 | 0.0086 |
| a21oi | 158 | 0.039 |
| edfxtp | 283 | 0.42 |
| inv | 210 | 0.039 |
| ha | 123 | 0.075 |
| mux2i | 28 | 0.014 |
| nand2 | 122 | 0.023 |
| nand3 | 68 | 0.017 |
| nor3 | 37 | 0.011 |
| clkbuf | 52 | 0.0096 |
final timing paths:
path	from	endpoint	slack (ps)	depth (start not counted)
max	mutiqueue[2][7]$_DFFE_PP_	cdata_wr[12]$_DFFE_PP_	5690	22
max in group asynchronous	reset	state[0]$_DFF_PP1_	9120	2
min reg2reg	state[2]$_DFF_PP0_	state[7]$_DFF_PP0_	470	0
max reg2reg	mutiqueue[2][7]$_DFFE_PP_	cdata_wr[12]$_DFFE_PP_	5690	22
min in group asynchronous	reset	state[6]$_DFF_PP0_	2060	2
min	state[2]$_DFF_PP0_	state[7]$_DFF_PP0_	470	0
metrics by stage:
stage                     cells  power (mW)  instance area [um^2]  setup WS, ps
after floorplan            1910        5.06                 20400          6060
after global placement     2842        6.31                 22400          5650
after detailed placement   2842        6.34                 22400          5670
after CTS                  2898        7.32                 23400          5640
after global routing       2898        7.99                 23400          5330
final                      2898        7.30                 23400          5690
Power figures rest on the tool's default switching activity, not on a simulated workload.
